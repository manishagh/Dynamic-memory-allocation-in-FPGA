**/design/flow/config.mk**
```make
export PLATFORM = sky130hd
export DESIGN_NAME = heapmemory
export DESIGN_NICKNAME = heapmemory
export VERILOG_FILES = /design/flow/design.v
export SDC_FILE = /design/flow/constraint.sdc
export NUM_CORES = 4
export LEC_CHECK = 1
export CORE_UTILIZATION = 30
export SYNTH_MEMORY_MAX_BITS = 65536
```
**/design/flow/design.v**
```verilog
module heapmemory(input         clk, we,
            input  [7:0] a, 
			input [31:0] wd,
            output [31:0] rd);
reg  [31:0] RAM[255:0];
  assign rd = RAM[a[31:0]];  
  always @(posedge clk)
    if (we)
      RAM[a[31:0]] <= wd;		
endmodule
```
**/design/flow/run.sh**
```bash
#!/bin/bash
# OpenROAD 26Q1-2900-gdf79404cd8, Yosys 0.63+post, stock flow scripts
make -C /OpenROAD-flow-scripts/flow DESIGN_CONFIG=/design/flow/config.mk WORK_HOME=/design/flow/orfs finish
```
**/design/flow/constraint.sdc**
```tcl
current_design heapmemory

set clk_period 70.2
set clk_io_pct 0.2

create_clock -name clk0 -period $clk_period [get_ports {clk}]

set non_clock_inputs [all_inputs -no_clocks]
set_input_delay [expr $clk_period * $clk_io_pct] -clock clk0 $non_clock_inputs
set_output_delay [expr $clk_period * $clk_io_pct] -clock clk0 [all_outputs]
```
==> summary.txt <==
run results: Post-DRT Antenna Nets 0, Total Routing Usage GR 17.9%, CTS-repair resized insts 0, Switch Pwr 0.00215 W, FF+latch area 246,000 um2, number of cell rows 372, DRT iter0 DRCs 9,927, vias in the first global route 163,000, Net Sw Frac 21.4%, Yosys Instances 13,100, # DRC 0, root buf cell clkbuf_16, I/O Buffers 73, remaining global-route overflow 0, Core ar. 1,030,000 um2, CP Launch Type primary input, Critical Path AT 22.82 ns, Worst Slack Setup Final 33.34 ns, Slew headroom 9.88%, Die Width 1020 um, Post-CTS Hold Buffers 0, Pleak 107 nW, Largest register FFs 8,192, RSZ-0062 raised after global routing no, Avg Inst Size Synth 23.6 um2, crit path kind in -> out, via count 146,000, # fillers 92,300, most frequent cells in the layout edfxtp_1, mux4_2, a22oi_1, Combinational Power Share 4.8%, Worst-Margin Slew 1.34 ns, # setup viols final 0, Post-CTS Setup Inserts 0, Post-synth seq share 79.8%, power density over the cells 28.0 nW/um2, Area Growth Syn to Fin 16.0%, crit end category output port, first-pass GRT wire length 1,220,000 um, Final Hold Viols 0, final tally of max-slew violations 0, Fin Setup TNS 0 ns, layout cells sized above 1 30.1%, most frequent logic cell in the layout edfxtp_1, Final Critical Period 36.86 ns, Clock power frac 41.4%, FMAX 27.1 MHz, Logic area 62,000 um2, worst path required time 56.16 ns, cycle use final 52.5%, Yosys chip area 308,000 um2, H-Tree Level Count 6, DRT Wirelength 865,000 um, HP Class in -> reg, maximum capacitance violations 0, gpl congestion 0.849, I/O pins 74, drt via density 5.16, Die Size 1,030,000 um2, VDD IR-drop max 0.0304 mV, Num Clock Sinks 8,192, Mapped Cells 13,100, crit path max fanout 86, CTS tree done, Synth cell types 21, part of the power in registers 53.9%, pre-CTS setup slack 32.99 ns, Syn. warnings 3, Die Span Y 1020 um, drt wl/cell 30.6 um, Init Core Util 30.1%, synthesized area 308,000 um2, DR pass1 iterations 5, outcome complete, no violations, total CTS buffers 807, clk slew on worst S/H paths 0.06 ns, Registers, synthesis 8,192, internal power 0.00787 W, tool warnings 26, initial antenna violation count 29, post-detail-place hpwl 496,000 um, Bufs on Longest Clock Path 4, largest net degree at the start of global routing 90
[power groups by stage]
stage / Combinational, W / Sequential (W) / Clock, W
4_1_cts: 0.000482 / 0.00539 / 0.00421
5_1_grt: 0.000508 / 0.00539 / 0.00438
6_report: 0.000476 / 0.00539 / 0.00414
[cells in the mapped netlist]
| library cell | count | area, um2 |
|---|---|---|
| or2_2 | 2 | 12.5 |
| buf_2 | 209 | 1050 |
| nand2b_1 | 6 | 37.5 |
| nor2b_1 | 7 | 43.8 |
| nand2_1 | 28 | 105 |
| buf_6 | 4 | 45.0 |
| a21oi_1 | 512 | 2560 |
| a22oi_1 | 1024 | 7690 |
| nand3_1 | 13 | 65.1 |
| buf_4 | 21 | 158 |
| or3_1 | 1 | 6.26 |
| nor2_1 | 232 | 871 |
| o41ai_1 | 128 | 1120 |
| buf_1 | 64 | 240 |
| nor3_1 | 30 | 150 |
| nand4_1 | 32 | 200 |
| edfxtp_1 | 8192 | 246000 |
| clkbuf_1 | 498 | 1870 |
| inv_1 | 1 | 3.75 |
| mux4_2 | 2048 | 46100 |
| and2_1 | 3 | 18.8 |
[kinds of logic (layout without fill, tap and decap cells)]
group                  Yosys count  in the layout  share of synthesized area, %
flip-flops                    8192           8192                          79.8
multiplexers                  2048           2048                          15.0
other                            0             16                             0
buffers and inverters          797           2344                          1.09
AND/OR/NAND/NOR                354            354                         0.490
AND-OR/OR-AND                 1664           1664                          3.69
[worst max-delay path, stage by stage]
cell and delay, ns:
buf_16 0.33, buf_4 0.57, buf_4 0.57, buf_4 0.55, buf_4 0.66, buf_4 0.60, buf_4 0.50, buf_4 0.70
buf_4 0.50, mux4_2 0.37, a22oi_1 0.35, a21oi_1 0.32, o41ai_2 1.09, buf_4 0.30, nand4_1 0.40, buf_4 0.29
clkdlybuf4s50_1 0.41
[routing by layer]
layer | global-route usage (%) | vias up | part of all wire, %
met4 | 7.78 | 51 | 5.8
met5 | 1.37 | - | 0.19
met3 | 15.7 | 1648 | 19
met2 | 26.4 | 11000 | 46
met1 | 17.3 | 74500 | 28
li1 | - | 58700 | -
[area by class of cell]
cell class	instances	area share, %
inverters	1	0.00105
repair buffers	881	2.01
clock inverters	451	1.14
clock buffers	1011	5.90
multi-input cells	4066	17.4
diodes	16	0.0112
well taps	13700	4.78
flip-flops and latches	8192	68.8
[stage by stage]
step / hold WS (ns) / std cells / util, % / total power, W / cell area, um2
after floorplan: 14.14 / 13100 / - / 0.00573 / 308000
after global placement: 14.42 / 26800 / 32.4 / 0.00597 / 332000
after detailed placement: 14.43 / 26800 / 32.4 / 0.00598 / 332000
after CTS: 13.17 / 28300 / 34.9 / 0.0101 / 358000
after global routing: 13.22 / 28300 / 34.9 / 0.0103 / 358000
final: 13.23 / 28300 / 34.9 / 0.0100 / 358000
[worst paths after layout]
check / from / slack [ns] / depth (start not counted) / to
hold / removal: wd[31] / 13.23 / 1 / RAM[210][31]
setup / recovery: a[1] / 33.34 / 17 / rd[27]
Power figures rest on the tool's default switching activity, not on a simulated workload.
