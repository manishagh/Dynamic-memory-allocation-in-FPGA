==> flow/design.v <==
module clock_divide(clk_in, clk);
input clk_in;
output reg clk;
 reg[27:0] counter = 28'd0;
 parameter divisor =28'd50000000;
always @ (posedge clk_in)
begin
  counter <= counter + 28'd1;
  if(counter>=(divisor-1))
    counter<= 28'd0;
  clk<=(counter<divisor/2)?1'b0:1'b1;
end
endmodule
==> flow/run.sh <==
#!/bin/bash
# OpenROAD 26Q1-2900-gdf79404cd8, Yosys 0.63+post, stock flow scripts
make -C /OpenROAD-flow-scripts/flow DESIGN_CONFIG=/design/flow/config.mk WORK_HOME=/design/flow/orfs finish
==> flow/config.mk <==
export PLATFORM = sky130hd
export DESIGN_NAME = clock_divide
export DESIGN_NICKNAME = clock_divide
export VERILOG_FILES = /design/flow/design.v
export SDC_FILE = /design/flow/constraint.sdc
export NUM_CORES = 4
export LEC_CHECK = 1
export CORE_AREA = 10 10 101 101
export DIE_AREA = 0 0 111 111
==> flow/constraint.sdc <==
current_design clock_divide

set clk_period 2.6
set clk_io_pct 0.2

create_clock -name clk0 -period $clk_period [get_ports {clk_in}]

set non_clock_inputs [all_inputs -no_clocks]
set_input_delay [expr $clk_period * $clk_io_pct] -clock clk0 $non_clock_inputs
set_output_delay [expr $clk_period * $clk_io_pct] -clock clk0 [all_outputs]
==> results.cfg <==
; yosys + openroad results
[synthesis]
yosys_stat_area_sq_um = 1420
flip_flop_cell_with_the_highest_count_after_synthesis = dfxtp_1
number_of_warnings_reported_in_the_yosys_synthesis_log = 1
number_of_enable_type_register_cells_in_the_synthesized_netlist = 0
synth.yosys.seq_area_share_pct = 41.0
synthCells = 156
post-synth-top-area-cell = dfxtp_1
synth_area_sq_um = 1420
synthesis.area_per_instance_sq_um = 9.08
synth.top_cells.by_area = dfxtp_1, a211oi_1, nor3_1, xnor2_1, nand3_1
synth_cell_type_count = 37
synthMostInstantiatedCell = dfxtp_1
yosysCellCount = 156
synth.top_cells.by_count = dfxtp_1, nor3_1, a211oi_1, nand3_1, nand2_1
synth_largest_type_area_fraction_pct = 41.0
synthArstFlopShare_pct = 0
synth_flop_count = 29

[worst_setup_path]
worst_r2r_endpoint = counter[16]
end_kind = flop
worst_path_max_delay_cell = dfxtp_1
timing.critical_path.cells = ha_1, nand3_1, o211ai_1, nor4bb_4, buf_4, nor3_1
timing.critical_path.required_ps = 2750
cpPeakStageDelay_ps = 380
critPathTopFamily = simple AND/OR/NAND/NOR gates
path_max_fanout = 18
rrSetupSlack_ps = 720
reg2reg_depth = 6
crit_path_start_kind = flop
cp_num_buf_inv = 1
timing.rr.start = counter[0]
cp.arrival_ps = 2030
setup.worst_path.class = reg2reg

[clock_tree]
post-cts-setup-buffer-count = 0
cts_resized = 0
cts-htree-levels = 2
cts.path.max_buffers = 2
ctsRootBufferMaster = clkbuf_8
cts.sink_count = 29
cts_clock_pin_slew_for_the_worst_setup_and_hold_paths_ps = 60
cts_inserted_buffers = 5
post_cts_hold_buffer_count = 0
tritoncts = yes
clk_latency_ps = 280

[power_and_ir_drop]
pwr_density_cell_nw_per_um2 = 519
p_leak_nw = 0.464
power.ir.vdd_worst_mv = 0.201

[place]
numPortBuffers = 1
pre_cts_setup_slack_ps = 714
dp_hpwl_um = 1880
gp_congestion = 0.778

[global_routing]
grt_antenna_before_repair = 0
wire_length_of_the_first_global_routing_pass_um = 5050
globalRouteOverflowTotal = 0
vias_in_the_first_global_route = 1068
grt_usage_pct = 4.61
grt_max_degree = 27

[run]
cap_violations = 0
log.warning_count = 25

[worst_hold_path]
timing.hold.worst_endpoint = counter[25]
hold_path.startpoint = counter[25]
hp-class = reg2reg
min_path_cells = 2

[timing]
final-setup-viol-count = 0
setup_slack_ps = 716
number_of_hold_violations_in_the_final_report = 0
layout_min_cycle_time_ps = 1880
clock_skew_ps = 6.44
finalMaxSlewViolations = 0
setup_total_neg_slack_ps = 0
hold_slack_ps = 491
grt_setup_unrepaired = false
post_route_fraction_of_the_period_consumed_by_the_critical_path_pct = 72.5
clock.fmax_ghz = 0.531

[routing]
vias = 1139
wl_um = 2750
avgRoutedWirePerCell_um = 10.4
firstDrtPassIters = 4
antennaDiodeCount = 0
drt_iter0_markers = 38
avgViaCountPerCell = 4.30
antenna_left = 0
route.detailed.drc = 0

[floorplanning]
die_width_um = 111
die_height_um = 111
io_pins = 2
chip_area_sq_um = 12300
floorplan.initialDensity_pct = 17.4
placement_row_count = 33
fp.coreArea_sq_um = 8130

[layout]
fin_util_pct = 20.0
drive_gt1_share_pct = 10.6
syn_to_final_growth_pct = 14.6

[run_status]
status = complete, no violations
## report_power, final
group / total, mW / switching, mW / internal, mW
Sequential: 0.457 / 0.00561 / 0.452
Combinational: 0.0234 / 0.0146 / 0.00872
Clock: 0.362 / 0.153 / 0.209
Total: 0.843 / 0.173 / 0.670
## routing by layer
layer	vias to the layer above	global-route usage, %	routed length, um
li1	598	-	-
met3	2	1.20	81
met2	11	6.96	1200
met1	528	6.55	1450
met5	-	0	0
met4	0	0.694	14
## flip-flops by register name, summed over array words and instances (netlist names)
register / count
counter: 28
clk: 1
## through the flow
stage	instances	total power [mW]	area, sq um
floorplan	157	0.483	1420
global placement	258	0.490	1540
detailed placement	258	0.491	1540
CTS	265	0.856	1620
global route	265	0.884	1620
finish	265	0.843	1620
## placed cells by master, fill, tap and decap left out, types with 3 or more instances in the layout
cell type	instances
nor3_1	16
clkbuf_8	6
inv_1	5
buf_4	3
o31ai_1	6
nand2_1	10
a211oi_1	11
or3_1	4
or4_1	7
xnor2_1	9
o21ai_0	4
nor2_1	4
nand3_1	11
dfxtp_1	29
xor2_1	4
nand4_1	5
nor4_1	3
## cells by family after synthesis
| logic type | synth area share (%) |
|---|---|
| AOI/OAI and AO/OA | 14.2 |
| xor gates and xnor gates | 8.04 |
| adders and majority gates | 0.883 |
| buffers and inverters | 5.74 |
| DFF | 41.0 |
| other | 0.265 |
| and+or+nand+nor | 29.9 |
## final cells by class
type / instances / area (sq um)
multi-input combinational: 115 / 773
sequential: 29 / 581
tap: 105 / 131
inverter: 5 / 18.8
timing repair buffer: 4 / 32.5
clock buffer: 7 / 86.3
fill: 894 / 6510
## worst max path at each step
stage	start	depth (start not counted)	to	slack, ps
global route	counter[0]	6	counter[22]	520
finish	counter[0]	6	counter[16]	720
CTS	counter[0]	6	counter[16]	700
## worst register-to-register path, delay by kind of cell (launching register included)
family	cells	cell delay, ps
flops	1	380
fa+ha+maj	1	220
buf+inv	1	290
compound gates	1	260
simple gates	3	620
Power and IR drop assume default switching activity.
