==> ./design.v <==
module allocationstatusregister(
input  clk, we,reset,
            input  [2:0] a, 
			input [5:0] wd,
            output [5:0] rd0,rd1,rd2,rd3,rd4,rd5);
  reg  [5:0] register[5:0];
  assign rd0 = register[0];  
assign rd1 = register[1];
assign rd2 = register[2];
assign rd3 = register[3];
assign rd4 = register[4];
assign rd5 = register[5];
  always @(posedge clk)
  begin
  if(reset)
  begin 
  register[0]<=6'b111110;  
  register[1]<=6'b111100;  
  register[2]<=6'b111000;  
  register[3]<=6'b110000;  
  register[4]<=6'b100000;  
  register[5]<=6'b000000;  
  end
    if (we)
      register[a] <= wd;
	  end
endmodule
module startingaddress(
input  clk, we,reset,
            input  [2:0] a, 
			output [7:0] rd,
			input [7:0] wd
            );
reg  [7:0] register[5:0];	
	  always @(posedge clk)
	  begin
  if(reset)
  begin 
  register[0]<=8'b00000000; 
  register[1]<=8'b00000010; 
  register[2]<=8'b00000110; 
  register[3]<=8'b00001110; 
  register[4]<=8'b00011110; 
  register[5]<=8'b00111110; 
   end
   if (we)
   register[a] <= wd;
 end
assign rd=register[a]; 
endmodule
module reg2address(input clk, input [2:0] regmips, input reset 
                   ,input we, input [7:0] wd, output [7:0] rd);
reg  [7:0] register[7:0];	
	  always @(posedge clk)
	  begin
   if (we)
      register[regmips] <= wd;
 end
assign rd=register[regmips]; 				   
endmodule
module dmm_top(input clk,
              input reset,
               input malloc, 
			   input free,
			   output reg mack,
			   output reg frack,
			   input [5:0] requestedmemsize, input [2:0] regmips);
   reg  [1:0] state, nextstate;
   wire upready;
   reg enable;
   wire [5:0] rd0,rd1,rd2,rd3,rd4,rd5,wd,updatedalloc,remainingsize;
   reg we,wer,wes;
   wire [7:0] wds,rds, wdr,rdr;
   wire [5:0] onehot;
   wire [2:0] pr_addr;
   parameter S0 = 2'b00;
   parameter S1 = 2'b01;
   parameter S2 = 2'b10;
   parameter S3=2'b11;
   always @ (posedge clk, posedge reset)
      if (reset) state <= S0;
      else       state <= nextstate;
   always @ (*)
      case (state)
         S0: begin    if(malloc|free) begin nextstate <= S1; enable=1'b1; end else nextstate<=S0;  end
         S1: begin      if(upready) begin nextstate <= S2; we<=1'b1; wer=1'b1; end else  nextstate<=S1;end
         S2: begin     enable =1'b0; nextstate <= S3; we<=1'b0; mack =1'b1;wer=1'b0; wes=1'b1; end
		 S3: begin nextstate <= S0; mack=1'b0; wes=1'b0; end
         default: nextstate = S0;
      endcase
assign wdr=rds; 
assign wds=rds+requestedmemsize;
allocationstatusregister al1(clk, we,reset,
            pr_addr, 
			updatedalloc,
            rd0,rd1,rd2,rd3,rd4,rd5);
startingaddress s1(clk, wes,reset,
            pr_addr, 
			rds,
			wds
            );
reg2address ra1(clk, regmips, reset, 
                   wer,wdr, rdr);
mux_sub ms1(requestedmemsize, remainingsize, pr_addr);
comparator cmp1(remainingsize, updatedalloc,rd0,rd1,rd2,rd3,rd4,rd5,upready);
priorityencoder pe1(pr_addr , onehot , rd0,rd1,rd2,rd3,rd4,rd5);
addressgenerator ad1(requestedmemsize, onehot,enable,clk,reset);
endmodule
module addressgenerator(input [5:0] requestedmemsize, output [5:0] onehot,input enable,clk,reset);
wire w10,w11,w12,w13;  
wire w01,w02, w03,w04;  
reg [5:0] addr;
assign w10=requestedmemsize[5] | requestedmemsize[4];
assign w11=requestedmemsize[3] | w10;
assign w12=requestedmemsize[2] | w11;
assign w13=requestedmemsize[1] | w12;
assign w00=requestedmemsize[0] | requestedmemsize[1];
assign w01=requestedmemsize[2] | w00;
assign w02=requestedmemsize[3] | w01;
assign w03=requestedmemsize[4] | w02;
always @(posedge clk)
begin
if(enable)
begin
addr[0]<=(~ w13 & requestedmemsize[0] )| (~requestedmemsize[0] & ~ w12 & requestedmemsize[1]);
addr[1]<=(~w12 & requestedmemsize[0] &requestedmemsize[1]) | (~ w11 & requestedmemsize[2] & ~w00);
addr[2]<=(~w11 & w00 & requestedmemsize[2]) | (~w10 & requestedmemsize[3] & ~w01);
addr[3]<=(~w10 & w01 & requestedmemsize[3]) | (~requestedmemsize[5] & requestedmemsize[4] & ~w02);
addr[4]<=(~requestedmemsize[5] & w02 & requestedmemsize[4]) | (requestedmemsize[5] & ~w03);
addr[5]<=(w03 & requestedmemsize[5]) ;
end
end
assign onehot=addr;
endmodule
module mux_sub(input [5:0] requestedmemsize, output reg [5:0] remainingsize, input [2:0] pr_addr);
wire [5:0] s0,s1,s2,s3,s4,s5;
assign s0=2-requestedmemsize;
assign s1=4-requestedmemsize;
assign s2=8-requestedmemsize;
assign s3=16-requestedmemsize;
assign s4=32-requestedmemsize;
assign s5=64-requestedmemsize;
always @(*)
case(pr_addr)
0:remainingsize<=s0;
1:remainingsize<=s1;
2:remainingsize<=s2;
3:remainingsize<=s3;
4:remainingsize<=s4;
5:remainingsize<=s5;
endcase
endmodule
module comparator(input [5:0] remainingsize, output reg [5:0] updatedalloc,input [5:0] rd0,rd1,rd2,rd3,rd4,rd5,output upready);
wire [5:0] xor_value;
always @(*)
begin
if(remainingsize>=2)
updatedalloc[0]<=0;
else
updatedalloc[0]<=1;
if(remainingsize>=4)
updatedalloc[1]<=0;
else
updatedalloc[1]<=1;
if(remainingsize>=8)
updatedalloc[2]<=0;
else
updatedalloc[2]<=1;
if(remainingsize>=16)
updatedalloc[3]<=0;
else
updatedalloc[3]<=1;
if(remainingsize>=32)
updatedalloc[4]<=0;
else
updatedalloc[4]<=1;
if(remainingsize>=64)
updatedalloc[5]<=0;
else
updatedalloc[5]<=1;
end
assign xor_value=(updatedalloc^rd0) |(updatedalloc^rd1)|(updatedalloc^rd2)|(updatedalloc^rd3)
|(updatedalloc^rd4)|(updatedalloc^rd5);
assign upready=|xor_value;
endmodule
module priorityencoder (
output reg [2:0] pr_addr , 
input [5:0] onehot , 
input [5:0] rd0,rd1,rd2,rd3,rd4,rd5
);
wire [5:0] checkifzero;
assign checkifzero[0]=((rd0 & onehot) ==0)?1:0;
assign checkifzero[1]=((rd1 & onehot) ==0)?1:0;
assign checkifzero[2]=((rd2 & onehot) ==0)?1:0;
assign checkifzero[3]=((rd3 & onehot) ==0)?1:0;
assign checkifzero[4]=((rd4 & onehot) ==0)?1:0;
assign checkifzero[5]=((rd5 & onehot) ==0)?1:0;
always @ (*)
begin
   if (checkifzero[0] == 1) begin
    pr_addr = 0; 
   end else if (checkifzero[1] == 1) begin 
    pr_addr = 1; 
   end else if (checkifzero[2] == 1) begin 
    pr_addr = 2; 
   end else if (checkifzero[3] == 1) begin 
    pr_addr = 3; 
   end else if (checkifzero[4] == 1) begin 
    pr_addr = 4; 
	end else if (checkifzero[5] == 1) begin 
    pr_addr = 5; 
   end
  end
endmodule  
==> ./run.sh <==
#!/bin/bash
# OpenROAD 26Q1-2900-gdf79404cd8, Yosys 0.63+post, stock flow scripts
make -C /OpenROAD-flow-scripts/flow DESIGN_CONFIG=/design/flow/config.mk WORK_HOME=/design/flow/orfs finish
==> ./config.mk <==
export PLATFORM = sky130hd
export DESIGN_NAME = dmm_top
export DESIGN_NICKNAME = dmm_top
export VERILOG_FILES = /design/flow/design.v
export SDC_FILE = /design/flow/constraint.sdc
export NUM_CORES = 4
export LEC_CHECK = 1
export CORE_UTILIZATION = 30
==> ./constraint.sdc <==
current_design dmm_top

set clk_period 2.3
set clk_io_pct 0.2

create_clock -name clk0 -period $clk_period [get_ports {clk}]

set non_clock_inputs [all_inputs -no_clocks]
set_input_delay [expr $clk_period * $clk_io_pct] -clock clk0 $non_clock_inputs
set_output_delay [expr $clk_period * $clk_io_pct] -clock clk0 [all_outputs]
==> reports/qor.yml <==
ys_cells: 249
avgSynthCellArea_um2: 10.0
crit_arrival_ns: 2.07
slew_viol_final: 0
yosysUniqueCellTypes: 48
regToRegSetupSlack_ns: 0.41
fin_ws_ns: 0.413
cts_tree: "yes"
drt-wirelength-per-cell_um: 14.5
clockBufferDepth: 2
clock_latency_ns: 0.29
rows: 32
dp.final_hpwl_mm: 3.95
drt_iter0_drc: 140
ys_area_um2: 2490
n_antenna_cell: 0
drc_errors: 0
postRouteAntennaNets: 0
max_freq_ghz: 0.530
leakage_nw: 1.02
untimed_endpoints: 49
die_w_um: 93.1
power_frac_seq_pct: 59.3
dieArea_um2: 8670
hold_buffers: 0
syn2layout_area_growth_pct: 10.5
fp_util_pct: 31.6
unclocked_regs: 11
p_int_mw: 1.18
vias: 1831
powerDensity_nw_per_um2: 573
post-place-ws_ns: 0.396
power_frac_comb_pct: 11.0
startpoint_type: "register"
relSlewSlack_pct: 53.7
cts_setup_buffers: 0
grt_pass1_wl_mm: 8.60
overflow: 0
netlist_instances: 249
timing.final.crit_share_pct: 82.1
htreeDepth: 2
antenna_found_initial: 0
setup_viol: 0
finalPower_mw: 1.58
portBuffers: 10
core_um2: 7890
critical_path_class: "register to register"
max-vdd-ir-drop_v: 0.000303
numSynthFlops: 52
rsz0062_at_grt: "no"
crit_path_max_fanout: 3
cts-root-buf: "clkbuf_8"
drive_gt1_share_pct: 7.00
dr.pass1.iters: 4
cp_data_required_time_ns: 2.49
status: "complete, no violations"
p_sw_share_pct: 25.2
synth_area_um2: 2490
hp-class: "register to register"
ys_warn_count: 10
finClkSkew_ns: 0.00731
grt_pass1_vias: 1737
io_pins: 15
warnings: 28
grt_usage_pct: 13.5
fp.dieH_um: 93.1
grt_max_degree: 15
gp_congestion: 0.910
tightest_slew_ns: 0.694
cp-end-kind: "register"
hold_viol_final: 0
clkPwrFrac_pct: 29.7
tns_ns: 0
switchingPower_uw: 398
cts_buffers: 5
cts_resized: 0
min_period_ns: 1.89
path_clk_slew_ns: 0.08
drt_wl_total_mm: 5.19
max-cap-violations: 0
viasPerCell: 5.10
-- per-layer routing --
metal  routed length [µm]  part of all wire [%]  GRT usage [%]
met5                    0                     0              0
met4                  123                   2.4           3.33
met1                 2170                    42           20.2
met2                 2460                    47           20.7
met3                  440                   8.5           3.23
-- final timing paths --
kind | start | endpoint | cells past startpoint
setup / recovery | al1.register[2][2]$_SDFFCE_PN0P_ | state[1]$_DFF_PP0_ | 4
hold / removal | state[1]$_DFF_PP0_ | state[3]$_DFF_PP0_ | 0
setup reg to reg | al1.register[2][2]$_SDFFCE_PN0P_ | state[1]$_DFF_PP0_ | 4
hold reg to reg | state[1]$_DFF_PP0_ | state[3]$_DFF_PP0_ | 0
max in group asynchronous | reset | state[0]$_DFF_PP1_ | 2
min in group asynchronous | reset | state[3]$_DFF_PP0_ | 2
-- layout by cell type (no fill, tap or decap), types with 2 or more instances in the layout --
cell type / instances
edfxtp_1: 37
clkbuf_8: 5
nand4_1: 6
inv_1: 14
o21a_1: 2
clkdlybuf4s50_1: 10
a22oi_1: 12
o21ai_0: 4
xnor2_1: 6
nand3_1: 10
o22ai_1: 2
nor2_1: 34
and2_1: 3
or2_2: 4
dlxtn_1: 11
dfrtp_1: 3
or4_4: 2
nand2b_1: 3
ha_1: 4
a21o_1: 2
a21oi_1: 12
nor4_1: 8
nor3_1: 7
nand2_1: 31
-- Yosys cell counts, drive strengths merged --
cell type,number,area [µm²]
a211o,1,8.76
nor2,34,128
and4,1,8.76
o21a,2,15.0
nor3b,1,7.51
nand2,31,116
or3,1,6.26
dlxtn,11,165
ha,4,50.1
o21ai,5,25.0
fa,1,20.0
nand2b,3,18.8
o22ai,2,12.5
a221oi,1,8.76
nand4b,1,8.76
a31oi,2,18.8
nand3b,1,7.51
a22oi,12,90.1
and2,3,18.8
buf,4,35.0
nor4,9,71.3
o31ai,1,7.51
or2,6,37.5
dfrtp,3,75.1
nand4,6,37.5
nor2b,1,6.26
a21o,2,15.0
edfxtp,37,1110
conb,1,3.75
nand3,10,50.1
clkbuf,6,22.5
nor3,8,45.0
a21oi,12,60.1
xnor2,6,52.6
inv,14,52.6
and3,1,6.26
dfstp,1,26.3
or4,3,30.0
o211a,1,10.0
-- flip-flops by register name, indices dropped and copies added (netlist names) --
register           flops
al1.register          31
ad1.addr               6
ms1.remainingsize      5
state                  4
pe1.pr_addr            3
enable                 1
mack                   1
we                     1
-- area by class of cell --
type,instances,area (µm²)
Clock buffer,5,68.8
Timing Repair Buffer,10,100
Tap cell,102,128
Multi-Input combinational cell,173,1000
Inverter,14,52.6
Fill cell,751,5140
Clock inverter,3,21.3
Sequential cell,52,1380
-- power groups by stage --
stage	clock network, mW	logic [mW]	registers (mW)
CTS	0.484	0.174	0.934
finish	0.468	0.173	0.935
global route	0.508	0.198	0.943
-- logic make-up (layout without fill, tap and decap cells) --
| family | count (synthesis) | count (layout) | share of synthesized area [%] |
|---|---|---|---|
| flops | 41 | 41 | 48.7 |
| fa+ha+maj | 5 | 5 | 2.81 |
| xor+xnor | 6 | 6 | 2.11 |
| compound gates | 41 | 41 | 10.9 |
| buf+inv | 24 | 32 | 4.42 |
| other cells | 1 | 1 | 0.151 |
| simple gates | 120 | 120 | 24.3 |
| latches | 11 | 11 | 6.63 |
-- stage by stage --
stage                     cells  utilization (%)  hold slack, ns  instance area, µm²
after floorplan             249                -           0.266                2490
after global placement      351             33.7           0.392                2660
after detailed placement    351             33.7           0.395                2660
after CTS                   359             34.9           0.414                2750
after global routing        359             34.9           0.423                2750
final                       359             34.9           0.414                2750
-- worst max-delay path: stages (launching register included) --
cell and delay [ns]:
edfxtp_1 0.43, nor4_1 0.44, a31oi_2 0.14, or4_4 0.58, o21a_1 0.19
Power is estimated from default activity; no workload was simulated.
